==> flow/design.v <==
module jh_external_single_port_RAM
  #(parameter
    DATA_WIDTH   = 8,
    RAM_DEPTH    = 256,
    localparam
    LB_RAM_DEPTH = $clog2(RAM_DEPTH))
   (input  logic [DATA_WIDTH-1:0]   din,
    input  logic [LB_RAM_DEPTH-1:0] addr,
    output logic [DATA_WIDTH-1:0]   dout,
    input  logic                    wr_en,
    input  logic                    clk);
   logic [DATA_WIDTH-1:0]           ram[RAM_DEPTH-1:0] = '{default:0};
   logic [DATA_WIDTH-1:0]           din_r;
   logic [LB_RAM_DEPTH-1:0]         addr_r;
   logic [DATA_WIDTH-1:0]           dout_r;
   logic                            wr_en_r;
   always_ff @(posedge clk) begin : seq_flag
      din_r   <= din;
      addr_r  <= addr;
      dout_r  <= ram[addr_r];
      wr_en_r <= wr_en;
      if(wr_en_r) begin
         ram[addr_r] <= din_r;
      end
   end
   assign dout = dout_r;
endmodule
==> flow/run.sh <==
#!/bin/bash
# OpenROAD 26Q1-2900-gdf79404cd8, Yosys 0.63+post, stock flow scripts
make -C /OpenROAD-flow-scripts/flow DESIGN_CONFIG=/design/flow/config.mk WORK_HOME=/design/flow/orfs finish
==> flow/config.mk <==
export PLATFORM = sky130hd
export DESIGN_NAME = jh_external_single_port_RAM
export DESIGN_NICKNAME = jh_external_single_port_RAM
export VERILOG_FILES = /design/flow/design.v
export SDC_FILE = /design/flow/constraint.sdc
export NUM_CORES = 4
export LEC_CHECK = 1
export CORE_UTILIZATION = 40
export SYNTH_HDL_FRONTEND = slang
==> flow/constraint.sdc <==
current_design jh_external_single_port_RAM

set clk_period 78.5
set clk_io_pct 0.2

create_clock -name clk0 -period $clk_period [get_ports {clk}]

set non_clock_inputs [all_inputs -no_clocks]
set_input_delay [expr $clk_period * $clk_io_pct] -clock clk0 $non_clock_inputs
set_output_delay [expr $clk_period * $clk_io_pct] -clock clk0 [all_outputs]
==> flow_summary.yaml <==
# physical design summary
global_routing:
  antenna_found_initial: 6
  grt_util_met1_pct: 27.0
  grt_use_met3_pct: 13.6
  gr-total-overflow: 0
  grt_max_degree: 144
  busiest_layer: "met2"
  grt_pass1_wl_mm: 274
  grt_usage_pct: 21.0
  grtUsageMet2_pct: 31.2
  grt_pass1_vias: 40900
setup_path:
  worstPathArrival_ns: 1.60
  startpoint: "dout[0]$_DFF_P_"
  cp_max_fo: 1
  crit_slowest_cell: "clkdlybuf4s50_1"
  worstPathRequired_ns: 62.80
  cp-start-kind: "flip-flop"
  worstPathCellList: "clkdlybuf4s50_1"
  r2r-start: "addr_r[0]$_DFF_P_"
  cp_slowest_stage_delay_ns: 0.46
  worstSetupPathType: "flip-flop to primary output"
  cp_top_family: "buffers and inverters"
  critPathCaptureType: "primary output"
  worst-path-buf-inv: 1
logic_synthesis:
  ys_sh_xor_pct: 0
  synthArstFlopShare_pct: 0
  synthTopCellsByArea: "edfxtp_1 78%, mux4_2 15%, a22oi_1 2.4%"
  avgSynthCellArea_um2: 22.1
  synth.most_common_cell: "edfxtp_1"
  edf_count: 2048
  ys_top_logic_family: "multiplexers"
  ys_types: 22
  synth_cells: 3564
  synth.top_cells.by_count: "2048 x edfxtp_1, 512 x mux4_2, 256 x a22oi_1"
  synth_adder_area_share_pct: 0
  ys_seq_share_pct: 78.6
  ys_chip_area_um2: 78800
  aoi_share_pct: 3.61
  synth_area_um2: 78800
  ff_type: "edfxtp_1"
  synth_stat.cells: 3564
  numSynthFlops: 2073
  yosysTopAreaCell: "edfxtp_1"
  simple_gate_share_pct: 1.73
  ys_sh_mux_pct: 14.6
  yosys_warnings: 0
  yosys.area.top_type_share_pct: 78.0
clock_network:
  cts_root_buf: "clkbuf_16"
  post-cts-setup-buffers: 0
  clkSlewWorstSetupHoldPaths_ns: 0.06
  clkLatencyLatePin_ns: 0.84
  holdBufCountCts: 0
  cts_buffers: 207
  cts.sinks: 2073
  clockBufferDepth: 3
  cts_tree: "done"
  post_cts_resized: 0
  h-tree-depth: 4
die:
  die_w_um: 446
  io_pins: 26
  fp_util_pct: 40.3
  rows: 162
  chipArea_um2: 199000
  die_y_um: 446
  core_um2: 195000
final_timing:
  tightest_slew_ns: 1.07
  setup_violations: 0
  hold_viol: 0
  slew_headroom_pct: 28.3
  setup_ws_ns: 61.20
  post-route-period-util_pct: 22.0
  setup_tns_ns: 0
  grt_setup_unrepaired: "no"
  min_period_ns: 17.30
  fmax_mhz: 57.8
  clock_skew_ns: 0.0546
  drv_slew: 0
routing:
  ant_nets: 0
  vias: 36900
  routedWlPerCell_um: 28.6
  wl_mm: 187
  vias_per_cell: 5.65
  drcViolationCount: 0
  drt_iter0_drc: 2493
  firstDrtPassIters: 7
place:
  hpwl_mm: 110
  routabilityCongestion: 0.879
  dpl_worst_slack_ns: 62.05
  io_buffer_count: 25
  dp_cells: 6151
layout:
  regArea_um2: 62000
  areaGrowthSynthToFinish_pct: 14.0
  stdcell_count: 6540
  drive_above_1_share_pct: 26.1
  final.fill_count: 15900
  combGateArea_um2: 15800
power_and_ir_drop:
  p_total_mw: 2.33
  vdd_drop_max_mv: 0.0239
  power_density_nw_per_um2: 26.0
  leakagePower_nw: 27.2
worst_hold_path:
  worst_hold_path_type: "flip-flop to flip-flop"
  min_from: "din_r[5]$_DFF_P_"
run:
  drv_cap: 0
  tool_warnings: 38
outcome:
  status: "complete, no violations"
-- cells in the final DEF (no fill, tap or decap), types with 6 or more instances in the layout --
cell	count
a21oi_1	128
a22oi_1	256
buf_12	9
buf_4	161
bufinv_16	28
clkbuf_1	30
clkbuf_16	211
clkdlybuf4s50_1	25
clkinv_1	41
clkinv_16	6
clkinv_2	40
clkinvlp_4	13
dfxtp_1	15
dfxtp_4	10
edfxtp_1	2048
mux4_2	512
nand2_1	28
nand3_1	9
nand4_1	8
nor2_1	231
nor3_1	30
o41ai_1	32
-- sequential cells by signal, indices dropped and copies added (netlist names) --
register  flops
wr_en_r       1
addr_r        8
ram        2048
din_r         8
dout          8
-- area by class of cell --
cell class	instances	share of cell area, %
antenna	1	0.00279
clock buffer	246	6.08
clock inverter	142	1.81
inverter	1	0.00418
multi-input combinational	1258	17.6
sequential	2073	69.0
tap	2624	3.65
timing repair buffer	195	1.82
-- worst paths after layout --
kind / endpoint / slack (ns) / cells after the start
min reg2reg: ram[39][5]$_DFFE_PP_ / 0.58 / 0
min: ram[39][5]$_DFFE_PP_ / 0.58 / 0
max: dout[0] / 61.20 / 1
max reg2reg: dout[3]$_DFF_P_ / 73.08 / 8
-- metal layers --
layer | share of wire (%) | vias up
met5 | 0.19 | -
met3 | 14 | 320
li1 | - | 15500
met1 | 34 | 19200
met4 | 3.3 | 10
met2 | 48 | 1908
-- cells by family (layout without fill, tap and decap cells) --
logic type	Yosys count	after routing
flip-flops	2073	2073
multiplexers	512	512
AND-OR/OR-AND	416	416
AND/OR/NAND/NOR	330	330
buffers and inverters	233	584
other	0	1
-- where the power goes --
group	internal, mW	switching, mW	total (mW)
clock	0.592	0.421	1.01
combinational	0.0348	0.0622	0.0971
sequential	1.22	0.00464	1.22
total	1.85	0.488	2.33
-- through the flow --
step / hold WS (ns) / util (%) / cell area, um^2
final: 0.584 / 46.0 / 89800
after global routing: 0.605 / 46.0 / 89800
after CTS: 0.585 / 46.0 / 89800
after detailed placement: 0.587 / 42.3 / 82700
after global placement: 0.579 / 42.3 / 82700
after floorplan: 0.785 / - / 78800
Power is estimated from default activity; no workload was simulated.
