==> design.v <==
module jh_external_interleaved_sync_fifo
  #(parameter
    DATA_WIDTH    = 8,
    FIFO_DEPTH    = 256,
    localparam
    HALF_FIFO_DEPTH    = FIFO_DEPTH / 2,
    LB_FIFO_DEPTH      = $clog2(FIFO_DEPTH),
    LB_HALF_FIFO_DEPTH = $clog2(HALF_FIFO_DEPTH))
   ( 
    input  logic [DATA_WIDTH-1:0]  in_data,
    input  logic                   in_valid,
    output logic                   in_ready,
    output logic [DATA_WIDTH-1:0]  out_data,
    output logic                   out_valid,
    input  logic                   out_ready,
    output logic [LB_FIFO_DEPTH:0] count,
    input  logic                   clear,
    input  logic                   clk,
    input  logic                   rstn,
    input  logic [DATA_WIDTH-1:0]           mem0_dout,
    output logic [LB_FIFO_DEPTH-1:0]        mem0_addr,
    output logic [DATA_WIDTH-1:0]           mem0_din ,
    output logic                            mem0_rd_enable,
    output logic                            mem0_wr_enable,
    output logic                            mem0_clk ,
    input  logic [DATA_WIDTH-1:0]           mem1_dout,
    output logic [LB_FIFO_DEPTH-1:0]        mem1_addr,
    output logic [DATA_WIDTH-1:0]           mem1_din ,
    output logic                            mem1_rd_enable,
    output logic                            mem1_wr_enable,
    output logic                            mem1_clk 
);
   logic [LB_FIFO_DEPTH:0]         count_r;
   logic                           in_exec, out_exec;
   logic                           fifo0_in_ready, fifo1_in_ready;
   logic [DATA_WIDTH-1:0]          fifo0_out_data, fifo1_out_data;
   logic                           fifo0_out_valid, fifo1_out_valid;
   logic                           fifo0_out_ready, fifo1_out_ready;
   logic [LB_HALF_FIFO_DEPTH:0]    fifo0_count, fifo1_count;
   logic [DATA_WIDTH-1:0]          fifo0_in_data_r, fifo1_in_data_r;
   logic                           fifo0_in_valid_r, fifo1_in_valid_r;
   logic [DATA_WIDTH-1:0]          fifo0_prefetch_data_r, fifo1_prefetch_data_r;
   logic                           fifo0_prefetch_valid_r, fifo1_prefetch_valid_r;
   logic                           fifo0_in_exec, fifo1_in_exec;
   logic                           fifo0_in_exec_done, fifo1_in_exec_done;
   logic                           fifo0_out_exec, fifo1_out_exec;
   logic                           fifo0_prefetch_exec, fifo1_prefetch_exec;
   logic                           in_sel, out_sel;
   jh_external_sync_2t_fifo #(DATA_WIDTH, HALF_FIFO_DEPTH) fifo0(.in_data(fifo0_in_data_r),
                                                     .in_valid(fifo0_in_valid_r),
                                                     .in_ready(fifo0_in_ready),
                                                     .out_data(fifo0_out_data),
                                                     .out_valid(fifo0_out_valid),
                                                     .out_ready(fifo0_out_ready),
                                                     .mem_dout(mem0_dout),
                                                     .mem_addr(mem0_addr),
                                                     .mem_din(mem0_din),
                                                     .mem_rd_enable(mem0_rd_enable),
                                                     .mem_wr_enable(mem0_wr_enable),
                                                     .mem_clk(mem0_clk),
                                                     .clear(clear),
                                                     .count(fifo0_count),
                                                     .clk(clk),
                                                     .rstn(rstn));
   jh_external_sync_2t_fifo #(DATA_WIDTH, HALF_FIFO_DEPTH) fifo1(.in_data(fifo1_in_data_r),
                                                     .in_valid(fifo1_in_valid_r),
                                                     .in_ready(fifo1_in_ready),
                                                     .out_data(fifo1_out_data),
                                                     .out_valid(fifo1_out_valid),
                                                     .out_ready(fifo1_out_ready),
                                                     .mem_dout(mem1_dout),
                                                     .mem_addr(mem1_addr),
                                                     .mem_din(mem1_din),
                                                     .mem_rd_enable(mem1_rd_enable),
                                                     .mem_wr_enable(mem1_wr_enable),
                                                     .mem_clk(mem1_clk),
                                                     .clear(clear),
                                                     .count(fifo1_count),
                                                     .clk(clk),
                                                     .rstn(rstn));
   always_comb begin : comb_flag
      in_ready  = (count_r < FIFO_DEPTH) ? 1 : 0;
      out_valid = out_sel ? fifo1_prefetch_valid_r : fifo0_prefetch_valid_r;
      out_data  = out_sel ? fifo1_prefetch_data_r  : fifo0_prefetch_data_r;
      count     = count_r;
      in_exec  = in_valid  & in_ready;
      out_exec = out_valid & out_ready;
      fifo0_in_exec      = in_exec & (in_sel == 0) & !fifo0_in_valid_r;
      fifo0_in_exec_done = fifo0_in_valid_r & fifo0_in_ready;
      fifo1_in_exec      = in_exec & (in_sel == 1) & !fifo1_in_valid_r;
      fifo1_in_exec_done = fifo1_in_valid_r & fifo1_in_ready;
      fifo0_prefetch_exec = fifo0_out_valid & !fifo0_prefetch_valid_r;
      fifo0_out_ready     = !fifo0_prefetch_valid_r;
      fifo0_out_exec      = out_exec & (out_sel == 0) & fifo0_prefetch_valid_r;
      fifo1_prefetch_exec = fifo1_out_valid & !fifo1_prefetch_valid_r;
      fifo1_out_ready     = !fifo1_prefetch_valid_r;
      fifo1_out_exec      = out_exec & (out_sel == 1) & fifo1_prefetch_valid_r;
   end
   always_ff @(posedge clk or negedge rstn) begin : seq_flag
     if(!rstn) begin
        count_r <= 0;
        fifo0_in_data_r  <= 0;
        fifo1_in_data_r  <= 0;
        fifo0_in_valid_r <= 0;
        fifo1_in_valid_r <= 0;
        fifo0_prefetch_data_r  <= 0;
        fifo1_prefetch_data_r  <= 0;
        fifo0_prefetch_valid_r <= 0;
        fifo1_prefetch_valid_r <= 0;
        in_sel  <= 0;
        out_sel <= 0;
     end else
     if(clear) begin
        count_r <= 0;
        fifo0_in_data_r  <= 0;
        fifo1_in_data_r  <= 0;
        fifo0_in_valid_r <= 0;
        fifo1_in_valid_r <= 0;
        fifo0_prefetch_data_r  <= 0;
        fifo1_prefetch_data_r  <= 0;
        fifo0_prefetch_valid_r <= 0;
        fifo1_prefetch_valid_r <= 0;
        in_sel  <= 0;
        out_sel <= 0;
     end
     else begin
        case({in_exec, out_exec})
          2'b10:   count_r <= count_r + 1;
          2'b01:   count_r <= count_r - 1;
          default: count_r <= count_r;
        endcase
        if(fifo0_in_exec) begin
           fifo0_in_data_r  <= in_data;
           fifo0_in_valid_r <= 1;
           in_sel           <= 1;
        end
        else if(fifo0_in_exec_done) begin
           fifo0_in_valid_r <= 0;
        end
        if(fifo1_in_exec) begin
           fifo1_in_data_r  <= in_data;
           fifo1_in_valid_r <= 1;
           in_sel           <= 0;
        end
        else if(fifo1_in_exec_done) begin
           fifo1_in_valid_r <= 0;
        end
        if(fifo0_prefetch_exec) begin
           fifo0_prefetch_data_r  <= fifo0_out_data;
           fifo0_prefetch_valid_r <= 1;
        end
        else if(fifo0_out_exec) begin
           fifo0_prefetch_valid_r <= 0;
           out_sel                <= 1;
        end
        if(fifo1_prefetch_exec) begin
           fifo1_prefetch_data_r  <= fifo1_out_data;
           fifo1_prefetch_valid_r <= 1;
        end
        else if(fifo1_out_exec) begin
           fifo1_prefetch_valid_r <= 0;
           out_sel                <= 0;
        end
     end
   end
endmodule
module jh_external_reg_fifo
  #(parameter
    DATA_WIDTH    = 8,
    FIFO_DEPTH    = 4,
    localparam
    LB_FIFO_DEPTH = $clog2(FIFO_DEPTH))
   (input  logic [DATA_WIDTH-1:0]  in_data,
    input  logic                   in_valid,
    output logic                   in_ready,
    output logic [DATA_WIDTH-1:0]  out_data,
    output logic                   out_valid,
    input  logic                   out_ready,
    input  logic                   clear,
    output logic [LB_FIFO_DEPTH:0] count,
    input  logic                   clk,
    input  logic                   rstn);
   logic [FIFO_DEPTH-1:0][DATA_WIDTH-1:0] dist_ram = '{default:0};
   logic [LB_FIFO_DEPTH-1:0]              waddr_r, raddr_r;
   logic [LB_FIFO_DEPTH:0]                count_r;
   logic                                  in_exec, out_exec;
   always_comb begin : comb_flag
      in_ready  = (count_r < FIFO_DEPTH) ? 1 : 0;
      out_valid = (0 < count_r) ? 1 : 0;
      out_data  = dist_ram[raddr_r];
      count     = count_r;
      in_exec   = in_valid  & in_ready;
      out_exec  = out_valid & out_ready;
   end
   always_ff @(posedge clk or negedge rstn) begin : seq_flag
     if(!rstn) begin
        waddr_r <= 0;
        raddr_r <= 0;
        count_r <= 0;
     end else
     if(clear) begin
        waddr_r <= 0;
        raddr_r <= 0;
        count_r <= 0;
     end
     else begin
        case({in_exec, out_exec})
          2'b00 : begin
          end
          2'b01 : begin
             raddr_r <= raddr_r + 1;
             count_r <= count_r - 1;
          end
          2'b10 : begin
             dist_ram[waddr_r] <= in_data;
             waddr_r           <= waddr_r + 1;
             count_r           <= count_r + 1;
          end
          2'b11 : begin
             dist_ram[waddr_r] <= in_data;
             waddr_r           <= waddr_r + 1;
             raddr_r           <= raddr_r + 1;
          end
        endcase
     end
   end
endmodule
module jh_external_sync_2t_fifo
  #(parameter
    DATA_WIDTH    = 8,
    FIFO_DEPTH    = 256,
    localparam
    PREFETCH_FIFO_DEPTH    = 4,
    LB_FIFO_DEPTH          = $clog2(FIFO_DEPTH),
    LB_PREFETCH_FIFO_DEPTH = $clog2(PREFETCH_FIFO_DEPTH))
   (input  logic [DATA_WIDTH-1:0]  in_data,
    input  logic                   in_valid,
    output logic                   in_ready,
    output logic [DATA_WIDTH-1:0]  out_data,
    output logic                   out_valid,
    input  logic                   out_ready,
    input  logic [DATA_WIDTH-1:0]           mem_dout,
    output logic [LB_FIFO_DEPTH-1:0]        mem_addr,
    output logic [DATA_WIDTH-1:0]           mem_din ,
    output logic                            mem_rd_enable,
    output logic                            mem_wr_enable,
    output logic                            mem_clk ,
    input  logic                   clear,
    output logic [LB_FIFO_DEPTH:0] count,
    input  logic                   clk,
    input  logic                   rstn);
   logic [LB_FIFO_DEPTH-1:0]        raddr_r, waddr_r;
   logic [LB_FIFO_DEPTH:0]          fifo_count_r;
   logic                            in_exec, out_exec;
   logic [LB_FIFO_DEPTH:0]          mem_count_r;
   logic                            prefetch_fifo_in_valid_q[1:0];
   logic                            prefetch_fifo_in_ready;
   logic [LB_PREFETCH_FIFO_DEPTH:0] prefetch_fifo_count;
   logic                            prefetch_exec;
   logic [2:0]                      prefetch_count;
    assign mem_din       = in_data;
    assign mem_rd_enable = ~in_exec; 
    assign mem_wr_enable = in_exec;
    assign mem_clk       = clk;
   jh_external_reg_fifo #(DATA_WIDTH, PREFETCH_FIFO_DEPTH) prefetch_fifo(.in_data(mem_dout),
                                                             .in_valid(prefetch_fifo_in_valid_q[1]),
                                                             .in_ready(prefetch_fifo_in_ready),
                                                             .out_data(out_data),
                                                             .out_valid(out_valid),
                                                             .out_ready(out_ready),
                                                             .clear(clear),
                                                             .count(prefetch_fifo_count),
                                                             .clk(clk),
                                                             .rstn(rstn));
   always_comb begin : comb_flag
      in_ready       = (fifo_count_r < FIFO_DEPTH) ? 1 : 0;
      count          = fifo_count_r;
      in_exec        = in_valid  & in_ready;
      out_exec       = out_valid & out_ready;
      mem_addr       = in_exec ? waddr_r : raddr_r;
      prefetch_count = prefetch_fifo_count + prefetch_fifo_in_valid_q[0] + prefetch_fifo_in_valid_q[1];
      prefetch_exec  = (!in_exec) & (0 < mem_count_r) & (prefetch_count < PREFETCH_FIFO_DEPTH);
   end
   always_ff @(posedge clk or negedge rstn) begin : seq_flag
     if(!rstn) begin
        fifo_count_r             <= 0;
        waddr_r                  <= 0;
        raddr_r                  <= 0;
        mem_count_r              <= 0;
        prefetch_fifo_in_valid_q <= '{default:0};
     end else
     if(clear) begin
        fifo_count_r             <= 0;
        waddr_r                  <= 0;
        raddr_r                  <= 0;
        mem_count_r              <= 0;
        prefetch_fifo_in_valid_q <= '{default:0};
     end
     else begin
        prefetch_fifo_in_valid_q[1] <= prefetch_fifo_in_valid_q[0];
        case({in_exec, out_exec})
          2'b10:   fifo_count_r <= fifo_count_r + 1;
          2'b01:   fifo_count_r <= fifo_count_r - 1;
          default: fifo_count_r <= fifo_count_r;
        endcase
        casez({in_exec, prefetch_exec})
          2'b1z: begin
             waddr_r                     <= waddr_r + 1;
             mem_count_r                 <= mem_count_r + 1;
             prefetch_fifo_in_valid_q[0] <= 0;
          end
          2'b01: begin
             raddr_r                     <= raddr_r + 1;
             mem_count_r                 <= mem_count_r - 1;
             prefetch_fifo_in_valid_q[0] <= 1;
          end
          default: begin
             prefetch_fifo_in_valid_q[0] <= 0;
          end
        endcase
     end
   end
endmodule
==> run.sh <==
#!/bin/bash
# OpenROAD 26Q1-2900-gdf79404cd8, Yosys 0.63+post, stock flow scripts
make -C /OpenROAD-flow-scripts/flow DESIGN_CONFIG=/design/flow/config.mk WORK_HOME=/design/flow/orfs finish
==> config.mk <==
export PLATFORM = sky130hd
export DESIGN_NAME = jh_external_interleaved_sync_fifo
export DESIGN_NICKNAME = jh_external_interleaved_sync_fifo
export VERILOG_FILES = /design/flow/design.v
export SDC_FILE = /design/flow/constraint.sdc
export NUM_CORES = 4
export LEC_CHECK = 1
export CORE_UTILIZATION = 50
export SYNTH_HDL_FRONTEND = slang
==> constraint.sdc <==
current_design jh_external_interleaved_sync_fifo

set clk_period 4.6
set clk_io_pct 0.2

create_clock -name clk0 -period $clk_period [get_ports {clk}]

set non_clock_inputs [all_inputs -no_clocks]
set_input_delay [expr $clk_period * $clk_io_pct] -clock clk0 $non_clock_inputs
set_output_delay [expr $clk_period * $clk_io_pct] -clock clk0 [all_outputs]
==> notes.md <==
run results: FP Util 51.51%, total grt overflow 0, placed instance area 10,740 µm², Layout area overhead 17.72%, Final Max Tran Viols 0, Synthesized registers 189, Post-synth ARST share 66.14%, Global Route met3 Usage 5.053%, CP max stage cell clkdlybuf4s50_1, GRT Overall Usage 21.17%, antenna-violating nets left 0, Pwr Total 7.215 mW, crit path kind clk2out, slew of the pin with the lowest slew margin 0.8791 ns, worst skew pair latency 0.54 ns, Pre-antenna DRT Iters 4, total core area 18,890 µm², Dominant cell area share 32.14%, DRT Wirelength 18,720 µm, TritonCTS clock tree built, Worst Path Buf+Inv 3, gr busiest metal met1, layout cells sized above 1 12.62%, Avg Inst Size Synth 11.61 µm², vias per cell 5.517, yosys stat cell total 838, stage-log warning count 33, top-level port count 86, final hold vios 0, Cell Pwr Density 629.8 nW/µm², crit-path cells clkbuf_16 > clkbuf_16 > clkdlybuf4s50_1, # resized after CTS 0, antenna cell count 0, largest net degree at the start of global routing 71, R2R Setup Slk 1.04 ns, CTS clk-pin slew, worst paths 0.07 ns, vias in the first global route 6,491, r2r worst-path depth 10, leak pwr 4.761 nW, Crit Reg-Reg Endpoint fifo0.mem_count_r[7], worst r2r src fifo0.prefetch_fifo_in_valid_q[1], largest area contributor in the netlist dfrtp_1, critical path's most frequent cell clkbuf_16, Post-CTS Setup Inserts 0, Cell Type Count 68, initial antenna violation count 0, Syn. warnings 0, crit-path leading delay family buffers and inverters, initial detailed-routing violation count 256, die area 20,030 µm², CP endpoint kind primary output, met1 GRT Util 35.64%, max-cap viol count 0, Seq share, synth 51.89%, DRC 0, cell with the most instances after synthesis dfrtp_1, design area 11,460 µm², most frequent cells after synthesis 125 x dfrtp_1, 100 x nand2_1, 67 x nor2_1, 66 x a21oi_1, 64 x edfxtp_1, die height 141.5 µm, GRT met2 Usage 31.14%, required time of the critical path 3.68 ns, Worst Setup Start Kind clock port, RSZ-0062 raised after global routing no, post-detail-place hpwl 12,700 µm, Finish-stage setup viols 0, vias 6,549, die width 141.5 µm, Yosys chip area 9732 µm², post-synthesis cell count 838, status complete, no violations, Cell Rows 50, max incr delay on CP 0.39 ns, Largest cells by area dfrtp_1 32%, edfxtp_1 20%, ha_1 5.8%, nand2_1 3.9%, mux4_2 3.7%, CTS Hold Bufs 0, Worst Path Max Fanout 2, Slew headroom 41.39%, IO Port Bufs 83, Synth Flop Type dfrtp_1, Mapped Area 9732 µm², GPL Wtd Cong 0.9165, Core Util, Final 60.64%, Peak supply drop 0.3755 mV, worst min-delay path class in2async, first-pass GRT wire length 31,910 µm, Post-Route Setup TNS 0 ns, clock skew 0.01321 ns, crit path DAT 2.94 ns, filler instances 1,457, drt wl/cell 15.77 µm, EDFF count, synth 64
## logic make-up (layout without fill, tap and decap cells)
family | after synthesis | in the layout | share of synthesized area, %
flops | 189 | 189 | 51.89
simple gates | 266 | 266 | 13.00
buf+inv | 57 | 145 | 2.751
xor+xnor | 65 | 65 | 6.236
compound gates | 151 | 151 | 10.27
other cells | 1 | 2 | 0.03853
fa+ha+maj | 52 | 52 | 7.225
mux | 57 | 57 | 8.588
## where the power goes
part | internal [mW] | total, mW | switching (mW)
combinational | 1.57 | 3.18 | 1.61
sequential | 2.04 | 2.36 | 0.319
clock | 0.920 | 1.68 | 0.757
## metal layers
metal  part of all wire (%)  wire, µm
met1                     50      9289
met2                     44      8298
met3                    5.0       945
met4                    1.0       191
met5                      0         0
## layout make-up
type	instances	area (µm²)	area share, %
inverters	20	75.07	0.6553
clock inverters	14	187.7	1.638
repair buffers	87	850.8	7.427
clock buffers	24	549.3	4.795
well taps	260	325.3	2.840
flip-flops and latches	189	5050	44.08
multi-input cells	593	4418	38.56
## cell usage in the layout (no fill, tap or decap), types with 3 or more instances in the layout
cell | synthesis | final
a211oi_1 | 10 | 10
a21o_1 | 14 | 14
a21oi_1 | 66 | 66
a22o_1 | 3 | 3
a311o_1 | 4 | 4
a31o_2 | 3 | 3
and2_1 | 17 | 17
and3_1 | 6 | 6
and4_1 | 7 | 7
buf_4 | 5 | 8
clkbuf_16 | 0 | 21
clkdlybuf4s50_1 | 0 | 81
clkinv_8 | 0 | 7
dfrtp_1 | 125 | 125
edfxtp_1 | 64 | 64
fa_1 | 7 | 7
ha_1 | 45 | 45
inv_1 | 17 | 17
inv_6 | 0 | 3
mux2_2 | 29 | 29
mux2_4 | 3 | 3
mux2i_1 | 7 | 7
mux4_2 | 16 | 16
nand2_1 | 100 | 100
nand3_1 | 16 | 16
nand3b_1 | 3 | 3
nand4_1 | 7 | 7
nor2_1 | 67 | 67
nor2b_1 | 9 | 9
nor3_1 | 10 | 10
nor4_1 | 8 | 8
o211ai_1 | 5 | 5
o21a_1 | 5 | 5
o21ai_0 | 17 | 17
o31ai_1 | 3 | 3
xnor2_1 | 36 | 36
xor2_1 | 27 | 27
## through the flow
stage | hold slack [ns] | worst slack [ns] | cells
4_1_cts | 0.3776 | 0.7260 | 1187
3_3_place_gp | 0.4822 | 1.013 | 1151
2_1_floorplan | 0.4498 | 1.282 | 839
3_5_place_dp | 0.4829 | 1.013 | 1151
6_report | 0.3571 | 0.7366 | 1187
5_1_grt | 0.3841 | 0.7248 | 1187
## worst reg2reg max path, delay by kind of cell, from the launching register on
family	cells	cell delay [ns]
muxes	2	0.56
and+or+nand+nor	1	0.50
adders and majority gates	2	0.66
DFF	1	0.41
AOI/OAI and AO/OA	5	1.31
## worst max path at each step
| stage | cells after the start | startpoint | slack [ns] | to |
|---|---|---|---|---|
| 6_report | 3 | clk | 0.74 | mem1_clk |
| 4_1_cts | 3 | clk | 0.73 | mem0_clk |
| 5_1_grt | 3 | clk | 0.72 | mem0_clk |
Power figures rest on the tool's default switching activity, not on a simulated workload.
